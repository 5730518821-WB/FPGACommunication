==> ./design.v <==
module counter(
  output reg [15:0] data_out,
  input [15:0] data_in,
  input load,
  input count,
  input clock,
  input reset
);
always @(posedge clock) begin
  if (reset) data_out = 0;
  else if (load) data_out = data_in;
  else if (count) data_out = data_out + 1;
  else data_out = data_out;
end
endmodule
module seven_segment(
    output reg [7:0] result,   
    input [3:0] number        
    );
always @(*) begin           
    case (number)
    4'h0: result = 8'b11111100;
    4'h1: result = 8'b01100000;
    4'h2: result = 8'b11011010;
    4'h3: result = 8'b11110010;
    4'h4: result = 8'b01100110;
    4'h5: result = 8'b10110110;
    4'h6: result = 8'b10111110;
    4'h7: result = 8'b11100000;
    4'h8: result = 8'b11111110;
    4'h9: result = 8'b11110110;
    4'hA: result = 8'b11101110;
    4'hB: result = 8'b00111110;
    4'hC: result = 8'b10011100;
    4'hD: result = 8'b01111010;
    4'hE: result = 8'b10011110;
    4'hF: result = 8'b10001110;
    endcase
end
endmodule
module show_number(
  output [7:0] ss_out,
  output [3:0] ss_digit,
  input [3:0] number3,
  input [3:0] number2,
  input [3:0] number1,
  input [3:0] number0,
  input clock
);
reg [3:0] shown_number;
seven_segment s(ss_out, shown_number);
time_division_multiplexer t(ss_digit, clock);
always @(*) begin
  case (ss_digit)
    4'b0111: shown_number = number3;
    4'b1011: shown_number = number2;
    4'b1101: shown_number = number1;
    4'b1110: shown_number = number0;
    default: shown_number = 4'hZ;
  endcase
end
endmodule
module time_division_multiplexer(
  output reg [3:0] select,
  input clock
);
wire valid;
assign valid = (select[0]+select[1]+select[2]+select[3] == 3);
wire [15:0] timing;
counter c(timing, 16'hZ, 1'b0, 1'b1, clock, 1'b0);
always @(posedge timing[15])
  if (valid)
    select = {select[0], select[3:1]};
  else
    select = 4'b0111;
endmodule
==> ./run.sh <==
#!/bin/bash
# OpenROAD 26Q1-2900-gdf79404cd8, Yosys 0.63+post, stock flow scripts
make -C /OpenROAD-flow-scripts/flow DESIGN_CONFIG=/design/flow/config.mk WORK_HOME=/design/flow/orfs finish
==> ./config.mk <==
export PLATFORM = sky130hd
export DESIGN_NAME = show_number
export DESIGN_NICKNAME = show_number
export VERILOG_FILES = /design/flow/design.v
export SDC_FILE = /design/flow/constraint.sdc
export NUM_CORES = 4
export LEC_CHECK = 1
export CORE_AREA = 10 10 107 107
export DIE_AREA = 0 0 117 117
==> ./constraint.sdc <==
current_design show_number

set clk_period 3.2
set clk_io_pct 0.2

create_clock -name clk0 -period $clk_period [get_ports {clock}]

set non_clock_inputs [all_inputs -no_clocks]
set_input_delay [expr $clk_period * $clk_io_pct] -clock clk0 $non_clock_inputs
set_output_delay [expr $clk_period * $clk_io_pct] -clock clk0 [all_outputs]
==> notes.org <==
* Implementation run

** Detailed routing
- Detailed-route iteration 0 reported a violation count of 41.
- Routed len/inst :: 10.6 um
- The routed design ends up with an antenna cell count of 0.
- Nets still carrying antenna violations after routing amount to 0.
- DRC violation count after routing :: 0
- Via density per instance :: 3.70
- Pre-antenna DRT Iters :: 4
- Via count :: 1,031
- For this block, the routed nets add up to 2.97 mm of wire.

** Floorplan
- According to the floorplan report, the total die area is 13,700 um2.
- The share of the core area taken by cells at floorplan is 13.4%.
- Core ar. :: 9200 um2
- Number of I/O pins :: 29
- Chip Width :: 117 um
- Row count :: 35
- Per the OpenROAD floorplan log, the height of the die is 117 um.

** Placement
- Placed insts :: 272
- According to the dpl log, the detail-placed design has an HPWL of 2.35 mm.
- The placement summary gives the final routability congestion estimate as 0.873.
- Input and output buffers added on the ports amount to 27.
- Detailed placement reports a standard cell area of 1700 um2.

** Final timing
- Setup repair after global routing left no endpoint under its margin.
- Per the final report, max-transition violations number 0.
- 8 endpoints have no timing constraint.
- Between clock sinks in the finished design, the worst skew comes to 0.00117 ns.
- Crit path time final :: 3.13 ns
- The final timing report lists a hold violation count of 0.
- After layout, the worst path uses 97.7% of the clock period.
- The timer found 4 register pins that no clock reaches; their paths are not timed.
- Final setup violation count :: 0
- The highest clock rate this design can be run at is 320 MHz.

** Pwr
- Leakage power :: 0.695 nW
- For this design the ratio of total power to cell area is 213 nW/um2.
- VDD IR max :: 0.298 mV

** Final layout
- Utilization after layout :: 20.2%
- Synth-to-layout area growth :: 51.0%
- Final Non-Filler Cells :: 279
- Fraction of final layout cells sized beyond drive strength 1 :: 23.8%
- Summing all non-filler instances in the final layout gives an area of 1860 um2.

** Setup path
- WP data required :: 2.56 ns
- CP Launch Type :: input pin
- According to the timing report, the arrival time at the worst endpoint equals 2.49 ns.
- In this run the worst path has a maximum fanout of 3.
- Worst setup path class :: input pin to primary output
- Kind of capture point of the worst setup path :: primary output

** GRT
- Aggregate global-route resource usage :: 4.25%
- Sum of overflow across all layers after global routing :: 0
- The number of global-route vias before repair came to 988.
- The first global-routing pass estimated 4.87 mm of wire.
- Pin count of the biggest net entering global routing :: 13
- The number of antenna violations at the first check in global routing was 0.

** Logic synthesis
- Synthesized registers :: 20
- Count of different cell masters after synthesis :: 37
- Flip-flop cell with the highest count after synthesis :: sky130_fd_sc_hd__dfxtp_1
- Synthesis produced 126 cells.
- Yosys reports a chip area of 1230 um2.
- For this run, the number of Yosys warnings is 6.
- Share of the yosys chip area belonging to registers :: 32.5%
- Post-synth tally of flip-flops with integrated enable :: 0
- The number of cells reported by Yosys stat comes to 126.
- Yosys reported that registers with async set or reset make up 0%.
- Summed over its instances, the top area cell type makes up 32.5% of the synthesized netlist area.
- Mean instance size in the synthesized netlist :: 9.78 um2
- Summing every instance area after synthesis gives 1230 um2.
- Sorting the synthesized cells by area gives the leading types as sky130_fd_sc_hd__dfxtp_1 (32%), sky130_fd_sc_hd__ha_1 (12%), sky130_fd_sc_hd__xnor2_1 (7.8%), sky130_fd_sc_hd__xor2_1 (3.6%), sky130_fd_sc_hd__mux2i_1 (3.2%).
- The synthesized design spends more area on one cell type than any other, namely sky130_fd_sc_hd__dfxtp_1.

** Clock tree
- Clock tree from TritonCTS :: done
- H-tree depth :: 1
- CTS placed an instance of sky130_fd_sc_hd__clkbuf_8 at the clock tree root.
- After clock tree synthesis, the clock-pin slew on the worst setup and hold paths is 0.06 ns.
- Worst skew pair latency :: 0.24 ns
- Quantity of hold-fixing buffers added after cts :: 0
- CTS reports a maximum clock tree buffer depth of 2.
- TritonCTS Buffers :: 3

** Worst hold path
- Hold Path Class :: flip-flop to flip-flop

** Job
- Summing over the stages, the warning tally comes to 33.
- Max-cap viol count :: 0

** Run status
- The run finished with clean final reports.
timing repair:
action,in CTS,in global routing
hold endpoints to repair,0,0
buffers inserted,3,0
resized,20,6
pin swaps,4,3
setup endpoints to repair,7,6
metrics by stage:
stage / setup TNS, ns / hold WS, ns / worst slack [ns] / power (mW)
3_3_place_gp: -1.39 / 0.428 / -0.272 / 0.227
6_report: 0 / 0.440 / 0.0723 / 0.396
5_1_grt: 0 / 0.473 / 0.00135 / 0.412
3_5_place_dp: -1.36 / 0.433 / -0.290 / 0.227
2_1_floorplan: 0 / 0.402 / 0.707 / 0.205
4_1_cts: 0 / 0.450 / 0.0109 / 0.402
cell usage in the layout (no fill, tap or decap), types with 5 or more instances in the layout:
cell / Yosys / layout
sky130_fd_sc_hd__dfxtp_1: 20 / 20
sky130_fd_sc_hd__clkdlybuf4s50_1: 0 / 19
sky130_fd_sc_hd__xnor2_1: 11 / 11
sky130_fd_sc_hd__buf_4: 2 / 11
sky130_fd_sc_hd__nand2_1: 10 / 10
sky130_fd_sc_hd__ha_1: 12 / 8
sky130_fd_sc_hd__nand3_1: 7 / 7
sky130_fd_sc_hd__inv_1: 8 / 6
sky130_fd_sc_hd__xor2_1: 5 / 5
sky130_fd_sc_hd__dlygate4sd2_1: 0 / 5
kinds of logic after synthesis:
| kind of cell | count (synthesis) | share of synthesized area, % |
|---|---|---|
| and+or+nand+nor | 36 | 15.4 |
| AOI/OAI and AO/OA | 23 | 17.6 |
| DFF | 20 | 32.5 |
| xor gates and xnor gates | 16 | 11.4 |
| adders and majority gates | 13 | 13.8 |
| buffers and inverters | 11 | 3.96 |
| muxes | 6 | 5.08 |
| other | 1 | 0.304 |
final cells by class:
cell class	count	area (um2)
clock buffer	4	55.1
fill	980	7340
inverter	9	36.3
multi-input combinational	95	855
sequential	20	400
tap	111	139
timing repair buffer	40	375
power breakdown:
group | internal (mW) | leakage (nW) | switching [mW]
sequential | 0.199 | 0.161 | 0
combinational | 0.0177 | 0.505 | 0.00631
clock | 0.109 | 0.0288 | 0.0638
total | 0.326 | 0.695 | 0.0701
flip-flops by register name, indices dropped and copies added, names as in the netlist:
name and flops:
t.select 4, t.c.data_out 16
path summary, 6_finish.rpt:
kind | from | endpoint | slack, ns | cells after the start
setup / recovery | number0[0] | ss_out[6] | 0.07 | 9
hold reg to reg | t.c.data_out[0]$_DFF_P_ | t.c.data_out[0]$_DFF_P_ | 0.44 | 1
setup reg to reg | t.c.data_out[2]$_DFF_P_ | t.c.data_out[13]$_DFF_P_ | 1.80 | 5
hold / removal | t.c.data_out[0]$_DFF_P_ | t.c.data_out[0]$_DFF_P_ | 0.44 | 1
worst max-delay path, stage by stage:
cell and delay [ns]:
sky130_fd_sc_hd__clkdlybuf4s50_1 0.41, sky130_fd_sc_hd__a22oi_1 0.22, sky130_fd_sc_hd__o2bb2ai_2 0.08, sky130_fd_sc_hd__a21o_2 0.23, sky130_fd_sc_hd__buf_12 0.14, sky130_fd_sc_hd__ha_4 0.25
sky130_fd_sc_hd__nor3b_2 0.16, sky130_fd_sc_hd__o22ai_1 0.11, sky130_fd_sc_hd__dlygate4sd2_1 0.25
synthesized netlist by cell type, drive strengths merged, types with 2 or more instances:
master	instances
a21o	2
dfxtp	20
a211oi	3
a21oi	4
nand2	10
nand3	7
and4	2
nor3b	2
mux2i	4
o22a	2
ha	12
xor2	5
nor2	4
o2bb2ai	2
inv	9
xnor2	11
nor3	3
a22oi	4
and3	5
mux2	2
buf	2
routing by layer:
metal / GRT usage, % / vias up / share of wire (%)
met3: 1.34 / 2 / 7.3
met4: 0.329 / 0 / 0.37
li1: - / 530 / -
met1: 6.15 / 473 / 48
met5: 0 / - / 0
met2: 6.34 / 26 / 45
Power and IR drop assume default switching activity.
