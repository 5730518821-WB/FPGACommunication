==> design/flow/design.v <==
module crc8_calculator(
  output reg [7:0] crc,
  input [7:0] data_in,
  input calculate,
  input clear,
  input clock,
  input reset
);
parameter polynomial = {1'b1, 8'h07};
integer i;
reg [8:0] calc;
reg [1:0] state, next_state;
wire Reset, Idle, Clear, Calculate;
assign Reset = (state == 0);
assign Idle = (state == 1);
assign Clear = (state == 2);
assign Calculate = (state == 3);
always @(*) begin
	if (reset)
		next_state = 0;
	else if (Reset)
		next_state = 1;
	else if (Idle) begin
		if (calculate)
			next_state = 3;
		else if (clear)
			next_state = 2;
		else
			next_state = 1;
	end
	else if (Clear)
		next_state = 1;
	else if (Calculate)
		next_state = 1;
	else
		next_state = 0;
end
always @(posedge clock) begin
	if (Clear | Reset) begin
		calc = 0;
		crc = 0;
	end
	else if (Calculate) begin
		calc = calc ^ {data_in, 1'b0};
		for (i = 0; i < 8; i = i+1) begin
			if (calc[8])
				calc = calc ^ polynomial;
			calc = calc << 1;
		end
		crc = calc[8:1];
	end
	state = next_state;
end
endmodule
==> design/flow/run.sh <==
#!/bin/bash
# OpenROAD 26Q1-2900-gdf79404cd8, Yosys 0.63+post, stock flow scripts
make -C /OpenROAD-flow-scripts/flow DESIGN_CONFIG=/design/flow/config.mk WORK_HOME=/design/flow/orfs finish
==> design/flow/config.mk <==
export PLATFORM = sky130hd
export DESIGN_NAME = crc8_calculator
export DESIGN_NICKNAME = crc8_calculator
export VERILOG_FILES = /design/flow/design.v
export SDC_FILE = /design/flow/constraint.sdc
export NUM_CORES = 4
export LEC_CHECK = 1
export CORE_AREA = 10 10 86 86
export DIE_AREA = 0 0 96 96
==> design/flow/constraint.sdc <==
current_design crc8_calculator

set clk_period 2.0
set clk_io_pct 0.2

create_clock -name clk0 -period $clk_period [get_ports {clock}]

set non_clock_inputs [all_inputs -no_clocks]
set_input_delay [expr $clk_period * $clk_io_pct] -clock clk0 $non_clock_inputs
set_output_delay [expr $clk_period * $clk_io_pct] -clock clk0 [all_outputs]
==> results.yml <==
# synthesis and place-and-route metrics
yosys:
  yosys.area.top_type: "dfxtp_1"
  numSynthFlops: 12
  ys.warnings.count: 1
  syn-cell-area_sq_um: 716
  yosys.cell_types.count: 21
  syn-instance-count: 66
  synth_top_area_share_pct: 33.6
  fa_ha_maj_cells_area_fraction_pct: 0
  synth_simple_gate_area_share_pct: 11.9
  ys_top_logic_family: "XOR/XNOR gates"
  synth.yosys.chip_area_sq_um: 716
  yosysSeqAreaShare_pct: 33.6
  synthesis.area_per_instance_sq_um: 10.8
  mux_cell_area_share_pct: 0
  count_of_instantiated_cells_in_the_yosys_netlist: 66
  and_or_or_and_share_of_the_synthesized_area_pct: 12.2
  synth.area.top_cells: "dfxtp_1, xnor3_1, xnor2_1, a21oi_1, xor2_1"
  ys_sh_xor_pct: 40.7
min_path:
  worst_hold_path.num_cells: 1
  class_of_the_most_critical_hold_timing_path: "reg2reg"
  hold_path_startpoint: "state[2]"
  min_to: "state[1]"
global_route:
  grt_util_all_layers_pct: 3.88
  largest_net_degree_at_the_start_of_global_routing: 10
  first_pass_grt_wire_length_um: 2800
  grt_pass1_vias: 568
  grt.overflow.total: 0
  grt_antenna_before_repair: 0
power_and_ir_drop:
  net_switching_power_mw: 0.162
  seq_power_share_pct: 37.0
  clock_power_share_pct: 36.7
  power.switching_fraction_pct: 22.9
  irDropWorstVdd_v: 0.000184
  power_leakage_nw: 0.435
  power.share.combinational_pct: 26.3
  power-per-cell-area_nw_per_um2: 656
  internal_power_mw: 0.547
run_status:
  outcome: "finished, final reports clean"
finish:
  stdcell_area_sq_um: 1080
  area_used_by_sequential_logic_in_the_layout_sq_um: 240
  layout.filler_cells: 611
  post_route_cells_drive_above_1_share_pct: 18.5
  final-comb-area_sq_um: 464
  syn2layout_area_growth_pct: 51.0
floorplan:
  die_area_sq_um: 9220
  die_height_um: 96
  design.core.area_sq_um: 5540
  num_io_pins: 20
  fp_util_pct: 12.9
  die_w_um: 96
  row_count: 27
routing:
  wire_per_inst_um: 10.0
  met1_length_um: 794
  drt_first_iter_violations: 42
  route.vias.total: 531
  viasPerCell: 3.24
  routed_wl_um: 1650
  drt_drc_violations_left: 0
  highest-signal-layer: "met4"
  detail-route-antenna-nets: 0
  drtPass1Iterations: 3
  detailroute.wirelength.met2_um: 640
  antenna-diode-count: 0
  dr_wl_met3_um: 196
worst_setup_path:
  worst_ep_required_time_ps: 2170
  rr_startpoint: "crc[6]"
  crit_reg_reg_endpoint: "crc[2]"
  critical_path_class: "in2reg"
  ff2ff_path_depth: 4
  crit_start_category: "primary input"
  worst_setup_path_end_kind: "flop"
  ff2ff_setup_slack_ps: 260
  worstPathMaxFanout: 3
  arrival_ps: 2060
flow_run:
  number_of_openroad_warnings: 25
  cap_viol_max_count: 0
timing:
  timing.clock.skew_ps: 3.49
  fmax_mhz: 529
  transition_time_of_the_tightest_slew_check_pin_ps: 304
  final-max-slew-violation-count: 0
  finish_stage_setup_viols: 0
  report.final.hold_viol_count: 0
  rsz0062_at_grt: "no"
  fin_worst_hold_slack_ps: 471
  slew-limit-headroom_pct: 79.7
  post_layout_min_period_ps: 1890
  min_period_over_period_pct: 94.5
  timing.setup.tns_ps: 0
clock_network:
  worst_setup_hold_path_clk_slew_ps: 50
  cts_hold_repair.buffers: 0
  htree_levels: 1
  cts_resized: 0
  ctsRootBufferMaster: "clkbuf_8"
  tritoncts_buffers: 3
  post-cts-setup-buffer-count: 0
  clock_path_buffers: 2
  clock-sinks: 12
  tritoncts: "yes"
  clock.latency.late_pin_ps: 240
placement:
  detailed_place_hpwl_um: 1340
  gp_congestion: 0.755
  placed_cell_area_sq_um: 1030
  numPortBuffers: 19
==> worst max-delay path by stage <==
stage / from / to / cells past startpoint
after CTS: data_in[6] / crc[2] / 5
after global routing: data_in[6] / crc[2] / 5
final: data_in[6] / crc[2] / 5
==> Yosys cell counts <==
cell       n
xor3_1     1
a211oi_1   2
nor2_1     7
xnor2_1    7
inv_1      1
clkbuf_1   2
xnor3_1    4
or3_1      3
a21oi_1    7
or2_2      1
xnor3_2    1
a31o_2     2
xor3_2     1
nor4bb_1   1
or3_2      1
xor2_1     4
dfxtp_1   12
o21ai_0    4
nand2_1    2
xnor2_2    2
and3b_1    1
==> routing by layer <==
layer | vias up | GRT usage, %
met3 | 2 | 2.20
met2 | 13 | 4.99
met5 | - | 0
met1 | 236 | 5.54
met4 | 0 | 0.737
li1 | 280 | -
==> kinds of logic after synthesis <==
| logic type | Yosys count |
|---|---|
| flip-flops | 12 |
| buffers and inverters | 3 |
| XOR/XNOR | 20 |
| AND-OR/OR-AND | 15 |
| AND/OR/NAND/NOR | 16 |
==> flip-flops by register name, summed over array words and instances (netlist names) <==
| name | count |
|---|---|
| state | 4 |
| crc | 8 |
==> stage by stage <==
stage,total power [mW],worst slack (ps),instances,util (%)
after floorplan,0.385,342,66,-
after global placement,0.454,-126,160,18.5
after detailed placement,0.455,-149,160,18.5
after CTS,0.722,108,164,19.5
after global routing,0.754,27.4,164,19.5
final,0.709,111,164,19.5
==> layout by cell type, fill, tap and decap left out, drive strengths merged, types with 2 or more instances in the layout <==
master	instances
a211oi	2
a21oi	7
a31o	2
buf	5
clkbuf	4
clkdlybuf4s50	19
dfxtp	12
nand2	2
nor2	7
o21ai	4
or3	4
xnor2	9
xnor3	5
xor2	4
xor3	2
==> worst max-delay path, cell delays in order <==
cell and delay, ps:
clkdlybuf4s50_1 500, xor3_2 370, xnor3_1 350, or3_1 310, a21oi_1 130
==> power by group through the flow <==
stage / Combinational, mW / Sequential, mW / Clock, mW
6_report: 0.187 / 0.263 / 0.260
4_1_cts: 0.189 / 0.263 / 0.271
5_1_grt: 0.207 / 0.265 / 0.281
==> final cells by class <==
| type | instances | share of cell area [%] |
|---|---|---|
| Tap cell | 72 | 8.33 |
| Clock buffer | 4 | 5.09 |
| Inverter | 1 | 0.347 |
| Timing Repair Buffer | 24 | 21.1 |
| Multi-Input combinational cell | 51 | 42.9 |
| Sequential cell | 12 | 22.2 |
Power figures rest on the tool's default switching activity, not on a simulated workload.
