**./constraint.sdc**
```tcl
current_design debouncer

set clk_period 3.8
set clk_io_pct 0.2

create_clock -name clk0 -period $clk_period [get_ports {clock}]

set non_clock_inputs [all_inputs -no_clocks]
set_input_delay [expr $clk_period * $clk_io_pct] -clock clk0 $non_clock_inputs
set_output_delay [expr $clk_period * $clk_io_pct] -clock clk0 [all_outputs]
```
**./run.sh**
```bash
#!/bin/bash
# OpenROAD 26Q1-2900-gdf79404cd8, Yosys 0.63+post, stock flow scripts
make -C /OpenROAD-flow-scripts/flow DESIGN_CONFIG=/design/flow/config.mk WORK_HOME=/design/flow/orfs finish
```
**./config.mk**
```make
export PLATFORM = sky130hd
export DESIGN_NAME = debouncer
export DESIGN_NICKNAME = debouncer
export VERILOG_FILES = /design/flow/design.v
export SDC_FILE = /design/flow/constraint.sdc
export NUM_CORES = 4
export LEC_CHECK = 1
export CORE_AREA = 10 10 70 70
export DIE_AREA = 0 0 80 80
```
**./design.v**
```verilog
module counter(
  output reg [15:0] data_out,
  input [15:0] data_in,
  input load,
  input count,
  input clock,
  input reset
);
always @(posedge clock) begin
  if (reset) data_out = 0;
  else if (load) data_out = data_in;
  else if (count) data_out = data_out + 1;
  else data_out = data_out;
end
endmodule
module debouncer(
	output reg debounced,
	input switch,
	input clock,
	input reset
);
wire [15:0] timing;
counter c(timing, 16'hZ, 1'b0, 1'b1, clock, reset);
always @(posedge timing[15])
	debounced = switch;
endmodule
```
==> results.txt <==
Implementation results. Total number of vias landed at just under 600. The finished layout holds ~130 standard cells, fillers aside. Number of antenna-violating nets in the routed design landed at 0. For this run, the slowest stage of the critical path takes 0.91 ns. The report puts the hold buffer count at CTS at 0. The die is approximately 80 µm wide. According to the Yosys statistics, the synthesized design has a chip area of 785 µm². For this run the detailed placement stage logged an HPWL of between 800 and 900 µm.

Aggregate global routing overflow landed at 0. Looking at the clock tree report, the maximum root-to-sink buffer count equals 2. Worst path required time landed at between 3 and 4 ns. After synthesis, the netlist uses 23 different library cells. The iteration count recorded for the first detailed-route pass is 3. The number of register pins that no clock reaches is 1. Per Yosys stat, the portion of area used by sequential elements is between 40% and 50%. The flow ran to the end, and the final reports show no timing, DRC or antenna violations. Number of primary I/O pins landed at 4. Warning total across the stage logs landed at 25.

Detailed router's first-iteration violation count landed at approximately 44. Total of warnings raised by yosys landed at 3. Number of enable-type register cells in the synthesized netlist landed at 0.

Global routing usage on met1 landed at 5.43%. Count of endpoints without a timing constraint landed at 2. Number of gates resized after cts landed at 0.

In this run, placement finished with an instance count of ~130. Largest clock skew in the final design landed at about 0.0022 ns. The detailed router reported a total wirelength of 1.22 mm.

Areal power density over the cells landed at roughly 330 nW/µm². Total DRC errors in the routed layout landed at 0. In the final report, the number of pins over their slew limit comes to 0. Before placement the cells fill between 20% and 30% of the core.

The path class of the tightest hold or removal check is reg2reg. Looking at the post-CTS report, the setup buffer insertion count equals 0. The most used flip-flop cell after synthesis is sky130_fd_sc_hd__dfxtp_1. The internal power of the cells totals roughly 0.23 mW.

The final report gives the core utilization as between 20% and 30%. The final hold violation count recorded for this run is 0. Fraction of registers with async set or reset after synthesis landed at 0%. The signal on the critical path passes through clkdlybuf4s50_1 > nor2b_1 > mux2_1. For this design the total switching power over the nets is 0.0607 mW.

Looking at area per cell type in the netlist, the leader is sky130_fd_sc_hd__dfxtp_1. The synthesized netlist handed to floorplanning was reported with a cell count of 82. The synthesis stats list as the most numerous cell sky130_fd_sc_hd__dfxtp_1. Standard-cell row count landed at 21. Fraction of met3 tracks used by global routing landed at less than 1%. Post-layout minimum cycle time landed at about 1.9 ns. The critical path maximum fanout is 20.

STA classifies the critical path startpoint as an input port. Before any placement, the netlist area is recorded as roughly 780 µm². For this run, the script counts the antenna cells in the layout as 0. Initial antenna violation count landed at 0. Of the total power, combinational logic draws ~3.6%. Per report_power, the sequential group accounts for around three fifths of the total. Placeable core region landed at between 3000 and 4000 µm². Clock buffer count from CTS landed at 3. Net switching is just over 20% of the power.

Dividing the detail-routed via count by the number of cells gives between 4 and 5. The analysis attributes to cell leakage a power of 0.321 nW. The main area contributors are sky130_fd_sc_hd__dfxtp_1 (43%), sky130_fd_sc_hd__nor4_4 (5.4%), sky130_fd_sc_hd__a21oi_1 (4.5%). Per the CTS log, the maximum H-tree level is 1. Data on the critical path arrives at its endpoint at about 2 ns. The final weighted congestion recorded by global placement is a little over 0.8. As logged by OpenROAD, the buffers inserted on ports number 3. Synthesis-to-finish area growth landed at 13.4%. Part of the cycle the worst path needs landed at a little under 50%. Per the Yosys statistics, synthesis produced 82 cells.

Per the synthesis report, the single largest cell type by area occupies about 43% of cell area. Number of register bits inferred by synthesis landed at 17. The run reported a max-capacitance violation count of 0.

Across every metal layer, demand over resource in global routing totals between 3 and 4%. For the pin with the worst max-slew slack, the measured transition is around 0.68 ns. After synthesis, the mean cell area works out to 9.57 µm². Setup violations remaining at the end of the flow were counted as 0. met2 is the most crowded layer. Height of the die landed at around 80 µm.

Minimum hold slack landed at 0.489 ns. Static timing analysis puts the maximum clock frequency at around 530 MHz. For this run, global-route usage on met2 was measured as 5.86%. Worst-case headroom to the max-slew limit landed at 54.6%. The power report attributes to the clock group a share of 37.3%. The first global-routing pass estimated around 2.1 mm of wire.

Entering global routing, the biggest net connects 21 pins. Setup repair after global routing left no endpoint under its margin. The critical path is of the in2reg type.

Per the STA report, the cell with the highest stage delay on the worst path is sky130_fd_sc_hd__clkdlybuf4s50_1. Insertion delay of the later-clocked pin in the worst-skew pair landed at around 0.28 ns. Fraction of final layout cells sized beyond drive strength 1 landed at a little over a tenth. For reference, the clock transition at the flip-flops on the worst setup and hold paths is around 0.090 ns.

The worst setup path is captured at a register. Via count of the first global-routing pass landed at ~520. Highest ir drop seen on vdd landed at between 70 and 80 µV. Looking at the clock tree report, the root buffer type is sky130_fd_sc_hd__clkbuf_4. After routing, the total negative slack on setup checks comes to 0 ns. TritonCTS built the clock tree. In the final routed layout, each cell accounts on average for approximately 9.2 µm.

Total chip power landed at 0.294 mW. Area of the die landed at around 6400 µm². For reference, the top cells by count after synthesis are sky130_fd_sc_hd__dfxtp_1 (17), sky130_fd_sc_hd__nor2_1 (8), sky130_fd_sc_hd__a21oi_1 (7).
==> flip-flops by register name (all words and copies together), names as in the netlist <==
name,count
c.data_out,16
debounced,1
==> worst paths after layout <==
check,start,endpoint,slack (ns),cells after the start
min reg2reg,c.data_out[0],c.data_out[0],0.49,1
max reg2reg,c.data_out[0],c.data_out[10],2.18,4
min,c.data_out[0],c.data_out[0],0.49,1
max,reset,c.data_out[12],1.92,3
==> stage by stage <==
stage | area [µm²] | setup slack (ns)
global route | 890 | 1.83
global placement | 853 | 1.63
floorplan | 785 | 2.30
detailed placement | 853 | 1.60
CTS | 890 | 1.91
finish | 890 | 1.92
==> layer usage <==
layer  up-vias  wire, µm  part of all wire, %
li1        309         -                    -
met1       261       612                   50
met2         8       535                   44
met3         2        37                  3.0
met4         0        34                  2.8
met5         -         0                    0
==> critical path: cells and delay by family <==
kind | cells | cell delay [ns]
mux | 1 | 0.29
simple gates | 1 | 0.09
buf+inv | 1 | 0.91
==> power groups by stage <==
stage     clock, mW  sequential [mW]  combinational, mW
4_1_cts       0.114            0.174             0.0108
5_1_grt       0.119            0.174             0.0121
6_report      0.110            0.174             0.0106
==> cell families after synthesis <==
group	share of synthesized area, %
mux	5.74
flops	43.4
compound gates	10.2
buf+inv	3.83
simple gates	31.9
xor+xnor	3.35
fa+ha+maj	1.59
==> layout by cell type (no fill, tap or decap), drive strengths merged <==
| master | netlist | final |
|---|---|---|
| a21oi | 7 | 7 |
| clkbuf | 2 | 4 |
| clkdlybuf4s50 | 0 | 3 |
| dfxtp | 17 | 17 |
| ha | 1 | 1 |
| inv | 3 | 3 |
| mux2 | 4 | 4 |
| nand2 | 4 | 4 |
| nand3 | 6 | 6 |
| nand4 | 3 | 3 |
| nor2 | 8 | 8 |
| nor2b | 5 | 5 |
| nor4 | 4 | 4 |
| o21ai | 3 | 3 |
| o31ai | 4 | 4 |
| or3 | 3 | 3 |
| or4 | 4 | 4 |
| xnor2 | 1 | 1 |
| xor2 | 2 | 2 |
==> final cells by class <==
cell class,instances,area (µm²)
sequential,17,340
clock buffer,4,36.3
fill,367,2530
tap,46,57.6
timing repair buffer,3,30.0
inverter,3,11.3
multi-input combinational,59,414
No activity file was given, so power comes from the tool's default toggle rates.
